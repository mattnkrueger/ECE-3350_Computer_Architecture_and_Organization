$ cat flow/design.v
`timescale 1ns/100ps
module rf (clk, read_rega, read_regb, write_reg, write_data, rf_we, rsa, rsb);
  input  clk;                                    
  input  [3:0]  read_rega;                       
  input  [3:0]  read_regb;                       
  input  [3:0]  write_reg;                       
  input  [31:0] write_data;                      
  input  rf_we;                                  
  output [31:0] rsa;                             
  output [31:0] rsb;                             
  reg    [31:0] ram_array [15:0];                
  reg    [31:0] rsa;                             
  reg    [31:0] rsb;                             
  integer i; 
  initial
  begin
     for (i = 0; i < 16; i = i + 1) begin
       ram_array[i] <= 32'H00000000;
	 end
     rsa <= 32'H00000000;                        
     rsb <= 32'H00000000;                        
  end
  always @(posedge clk)
  begin
    if (read_rega == 4'H0)
      rsa <= 32'H00000000;                      
    else
      rsa <= ram_array[read_rega];             
  end
  always @(posedge clk)
  begin
    if (read_regb == 4'H0)
      rsb <= 32'H00000000;
    else    
      rsb <= ram_array[read_regb];            
  end
  always @(posedge clk)
  begin
    if (rf_we == 1'b1)
      ram_array[write_reg] <= write_data;        
  end
endmodule
$ cat flow/run.sh
#!/bin/bash
# OpenROAD 26Q1-2900-gdf79404cd8, Yosys 0.63+post, stock flow scripts
make -C /OpenROAD-flow-scripts/flow DESIGN_CONFIG=/design/flow/config.mk WORK_HOME=/design/flow/orfs finish
$ cat flow/config.mk
export PLATFORM = sky130hd
export DESIGN_NAME = rf
export DESIGN_NICKNAME = rf
export VERILOG_FILES = /design/flow/design.v
export SDC_FILE = /design/flow/constraint.sdc
export NUM_CORES = 4
export LEC_CHECK = 1
export CORE_UTILIZATION = 40
$ cat flow/constraint.sdc
current_design rf

set clk_period 7.8
set clk_io_pct 0.2

create_clock -name clk0 -period $clk_period [get_ports {clk}]

set non_clock_inputs [all_inputs -no_clocks]
set_input_delay [expr $clk_period * $clk_io_pct] -clock clk0 $non_clock_inputs
set_output_delay [expr $clk_period * $clk_io_pct] -clock clk0 [all_outputs]
==> impl_metrics.ini <==
; implementation run metrics
[status]
outcome = finished clean

[timing]
setup_violations = 0
slew_viol_final = 0
setup_tns_ns = 0
skew_ns = 0.0180
tightest_slew_ns = 0.799
max_freq_mhz = 275
rsz0062_at_grt = no
hold_viol_final = 0
min_period_ns = 3.64
period_used_pct = 46.7
whs_ns = 0.708
timing.slew.headroom_pct = 46.6

[worst_setup_path]
critPathArrivalTime_ns = 4.18
path_max_fanout = 43
startpoint_type = input pin
critPathRequiredTime_ns = 8.34
reg2reg_from = ram_array[3][26]$_DFFE_PP_
startpoint = read_regb[0]
end_kind = flop
path_class = input pin to flop

[route]
drt_iter0_markers = 574
route.detailed.drc = 0
viasPerCell = 5.81
wl_um = 57500
vias = 11489
first_pass_iters = 4
routedWlPerCell_um = 29.1
antenna_left = 0

[synthesis]
synthArstFlopShare_pct = 0
synthTopCellsByArea = edfxtp_1 (62%), mux4_2 (25%), dfxtp_1 (5.5%)
ys_area_sq_mm = 0.0233
ys_ff = 545
synth-edff-count = 481
netlist_instances = 1044
yosysTopAreaCellShare_pct = 61.9
yosysUniqueCellTypes = 26
yosysWarnings = 1
yosysCellCount = 1044
synth_top_cell_by_area = edfxtp_1
synth.avg_cell_area_sq_um = 22.4
ff_type = edfxtp_1
ys_seq_share_pct = 67.3
synth_area_sq_mm = 0.0233

[power_and_ir_drop]
power.density_mw_per_mm2 = 234
power.total_uw = 6340
cellLeakagePower_uw = 0.00857
ir_drop_v = 0.000164

[grt]
grt_start_max_net_pins = 49
grt_usage_pct = 21.9
grt_overflow = 0
grt_pass1_wl_um = 84300
grt_pass1_vias = 12898
antenna_found_initial = 4

[place]
numPortBuffers = 109
placed_cell_area_sq_mm = 0.0253
hpwl_um = 29700
place_congestion = 0.791

[cts]
postCtsHoldBufs = 0
clockBufferDepth = 3
cts_sinks = 545
root_buffer = clkbuf_16
clk_pin_slew_ns = 0.06
clock_latency_ns = 0.61
post_cts_buffers = 0
post_cts_resized = 0
htree_levels = 2
numCtsBuffers = 56
cts_tree = built

[die]
ios = 110
initCoreUtil_pct = 40.5
rows = 88
design.core.area_sq_mm = 0.0577
die_area_sq_mm = 0.0593
die_h_um = 244
dieWidth_um = 244

[job]
drv_cap = 0
warnings = 25

[final_layout]
drive_gt1_share_pct = 33.9
final_area_sq_mm = 0.0271
utilization_pct = 46.9
area_growth_pct = 15.9

[worst_hold_path]
hp-class = flop to flop
worstHoldStart = ram_array[1][8]$_DFFE_PP_
## stage by stage
| stage | setup slack [ns] | cells |
|---|---|---|
| after global routing | 3.93 | 1977 |
| final | 4.16 | 1978 |
| after floorplan | 3.36 | 1044 |
| after detailed placement | 3.46 | 1872 |
| after CTS | 4.10 | 1977 |
| after global placement | 3.47 | 1872 |
## flip-flops by register name, indices dropped and copies added (netlist names)
signal and count:
rsa 32, rsb 32, ram_array 481
## Yosys cell counts (all sizes together) (2+ instances only)
| master | n |
|---|---|
| nand2b | 3 |
| mux2i | 2 |
| mux2 | 63 |
| clkbuf | 33 |
| nor3 | 4 |
| nor2 | 13 |
| nor2b | 2 |
| buf | 47 |
| mux4 | 254 |
| nand3b | 2 |
| edfxtp | 481 |
| dfxtp | 64 |
| a22o | 62 |
| nand3 | 3 |
| a21oi | 4 |
## routing by layer
metal / global-route usage [%] / up-vias / wire [um] / share of wire [%]
li1: - / 4834 / - / -
met1: 27.3 / 5847 / 18900 / 33
met2: 32.0 / 715 / 27500 / 48
met3: 17.0 / 83 / 9920 / 17
met4: 3.60 / 10 / 1080 / 1.9
met5: 0.408 / - / 85 / 0.15
## critical path, cell delays in order
cell	delay [ns]
clkbuf_8	0.43
buf_4	0.59
nor2b_4	0.64
buf_4	0.46
a22o_1	0.20
mux4_2	0.23
## power by group
part           switching, uW  leakage (uW)  internal [uW]
registers               43.2       0.00489           3270
clock network           1070      0.000838           1440
logic                    228       0.00284            283
total                   1340       0.00857           5000
## cells in the final DEF (no fill, tap or decap)
master | Yosys | routed
nor3_2 | 0 | 3
o211ai_1 | 1 | 1
clkbuf_8 | 0 | 6
buf_4 | 4 | 36
o21bai_1 | 1 | 1
dfxtp_1 | 64 | 64
diode_2 | 0 | 1
a21oi_1 | 4 | 4
clkinv_1 | 0 | 12
edfxtp_1 | 481 | 481
mux2i_1 | 2 | 2
a22o_1 | 62 | 62
clkdlybuf4s50_1 | 0 | 101
nand2b_1 | 3 | 3
a22oi_1 | 1 | 1
a221o_1 | 1 | 1
nor2b_4 | 0 | 2
nand3b_1 | 2 | 2
clkbuf_1 | 33 | 20
nand2_1 | 1 | 1
mux2_1 | 39 | 39
and3b_1 | 1 | 1
mux4_2 | 254 | 254
nor2_4 | 0 | 12
bufinv_16 | 0 | 2
clkinvlp_4 | 0 | 1
nor3_1 | 4 | 1
buf_2 | 17 | 4
clkbuf_16 | 0 | 57
nor2_1 | 13 | 1
or3b_2 | 1 | 1
inv_6 | 0 | 2
nand3_1 | 3 | 3
mux2_2 | 24 | 24
clkinv_2 | 0 | 7
## area by class of cell
class                           instances  area [sq um]
Fill cell                            4695         30600
Sequential cell                       545         15700
Multi-Input combinational cell        419          7320
Clock buffer                           81          1560
Timing Repair Buffer                  143          1330
Tap cell                              765           957
Clock inverter                         24           165
Antenna cell                            1          2.50
## path summary, 6_finish.rpt
check                                     endpoint  cells after the start  slack (ns)
worst min register to register   rsb[8]$_SDFF_PN0_                      2        0.71
worst max-delay path            rsb[17]$_SDFF_PN0_                      6        4.16
worst max register to register  rsb[26]$_SDFF_PN0_                      3        6.26
worst min-delay path             rsb[8]$_SDFF_PN0_                      2        0.71
## kinds of logic after synthesis
kind of cell,synth area share (%)
DFF,67.3
muxes,27.6
buffers and inverters,1.83
AOI/OAI and AO/OA,2.55
and+or+nand+nor,0.648
Power and IR drop assume default switching activity.
