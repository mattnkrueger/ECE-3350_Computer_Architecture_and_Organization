## flow/design.v

```verilog
`timescale 1ns/100ps
module ir (clk, ir_load, read_data, instr);
  input         clk;
  input         ir_load;
  input  [31:0] read_data;
  output [31:0] instr;
  reg [31:0] instr;
  initial
    instr <= 32'h00000000;         
  always @(posedge clk)            
    if (ir_load == 1'b1)           
      instr <= read_data;
endmodule
```

## flow/run.sh

```bash
#!/bin/bash
# OpenROAD 26Q1-2900-gdf79404cd8, Yosys 0.63+post, stock flow scripts
make -C /OpenROAD-flow-scripts/flow DESIGN_CONFIG=/design/flow/config.mk WORK_HOME=/design/flow/orfs finish
```

## flow/constraint.sdc

```tcl
current_design ir

set clk_period 1.0
set clk_io_pct 0.2

create_clock -name clk0 -period $clk_period [get_ports {clk}]

set non_clock_inputs [all_inputs -no_clocks]
set_input_delay [expr $clk_period * $clk_io_pct] -clock clk0 $non_clock_inputs
set_output_delay [expr $clk_period * $clk_io_pct] -clock clk0 [all_outputs]
```

## flow/config.mk

```make
export PLATFORM = sky130hd
export DESIGN_NAME = ir
export DESIGN_NICKNAME = ir
export VERILOG_FILES = /design/flow/design.v
export SDC_FILE = /design/flow/constraint.sdc
export NUM_CORES = 4
export LEC_CHECK = 1
export CORE_AREA = 10 10 109 109
export DIE_AREA = 0 0 119 119
```

==> impl_metrics.json <==
{
  "ir_drop_mv": 0.451,
  "cap_violations": 0,
  "crit_start": "instr[5]$_DFFE_PP_",
  "p_per_area_mw_per_mm2": 1630,
  "gp_congestion": 0.659,
  "area_delta_synth_final_pct": 79.3,
  "tool_warnings": 27,
  "routed_via_density": 2.52,
  "cts.htree.levels": 2,
  "cts_setup_buffers": 0,
  "clock.fmax_ghz": 1.02,
  "pin_count": 66,
  "min_period_over_period_pct": 98.2,
  "crit_path_end_kind": "output pin",
  "cts.sinks": 32,
  "io_buffers": 65,
  "clock_path_buffers": 2,
  "initialDrtViolationCount": 24,
  "yosysWarningCount": 1,
  "power.leakage_nw": 0.622,
  "finalHoldWorstSlack_ns": 0.333,
  "rows": 36,
  "final_util_pct": 17.9,
  "hp-class": "primary input to flop",
  "sequentialPowerShare_pct": 57.5,
  "start_kind": "flop",
  "grt_use_total_pct": 4.09,
  "routedWlPerCell_um": 12.6,
  "drc": 0,
  "die_h_um": 119,
  "first_global_vias": 664,
  "largest_register_ffs": 32,
  "lay_top_cells": "buf_2 (33), clkdlybuf4s50_1 (32), edfxtp_1 (32), clkbuf_8 (5), clkbuf_1 (2)",
  "regMostFlops": "instr",
  "coreArea_mm2": 0.00964,
  "worst_pin_slew_ns": 0.149,
  "layout_top_cell": "buf_2",
  "fp_util_pct": 9.97,
  "cts_buffers": 5,
  "pre_cts_ws_ns": -0.0201,
  "rsz0062_at_grt": "true",
  "setup_ws_ns": 0.0180,
  "ys_types": 1,
  "grt_max_degree": 25,
  "hold_violations": 0,
  "slowest_delay_ns": 0.38,
  "wl_um": 3040,
  "path_clk_slew_ns": 0.07,
  "crit_required_ns": 0.80,
  "power_mw": 2.81,
  "swShare_pct": 19.5,
  "yosysSeqAreaShare_pct": 100,
  "worstHoldStart": "ir_load",
  "crit_fanout": 1,
  "worstSetupPathType": "flop to output pin",
  "synthCells": 32,
  "drt_pass1_iterations": 2,
  "path_delay_family": "flip-flops",
  "worst-path-buf-inv": 1,
  "setup_viol": 0,
  "comb_area_um2": 0,
  "dieArea_mm2": 0.0142,
  "num_vias": 607,
  "ys.flops": 32,
  "cp_slowest_cell": "edfxtp_1",
  "period_minus_slack_ns": 0.982,
  "cp_cell_sequence": "buf_2",
  "grt_overflow_total": 0,
  "tns_ns": 0,
  "antenna_found_initial": 2,
  "slew_headroom_pct": 90.1,
  "synth.avg_cell_area_um2": 30.0,
  "comb_cells": 0,
  "layout-drive-gt1-share_pct": 37.4,
  "dp.final_hpwl_um": 2490,
  "p_comb_share_pct": 8.9,
  "worstPathArrival_ns": 0.78,
  "p_clk_share_pct": 33.6,
  "power.internal_mw": 2.26,
  "grt_pass1_wl_um": 4320,
  "ys_chip_area_um2": 961,
  "p_sw_mw": 0.548,
  "ant_nets": 0,
  "status": "finished, final reports clean",
  "die_x_um": 119,
  "ys_cells": 32,
  "drv_slew": 0,
  "reg_top3": "instr x32",
  "cts-root-buf": "clkbuf_8",
  "cts_tree": "done",
  "syn_area_um2": 961
}
final timing paths:
| kind | end | slack [ns] | depth (start not counted) |
|---|---|---|---|
| worst max-delay path | instr[5] | 0.02 | 1 |
| worst min-delay path | instr[9]$_DFFE_PP_ | 0.33 | 2 |
cell families (layout without fill, tap and decap cells):
| family | after synthesis | in the layout | share of synthesized area [%] |
|---|---|---|---|
| buffers and inverters | 0 | 75 | 0 |
| DFF | 32 | 32 | 100 |
| other | 0 | 1 | 0 |
power by group through the flow:
stage | Clock [mW] | Combinational (mW) | Sequential (mW)
6_report | 0.943 | 0.250 | 1.61
5_1_grt | 1.07 | 0.275 | 1.62
4_1_cts | 1.02 | 0.262 | 1.62
per-layer routing:
layer	up-vias	GRT usage (%)	routed length, um
met3	5	3.98	577
met1	277	4.51	1160
met4	2	0.534	31
met5	-	0	16
li1	277	-	-
met2	46	5.71	1250
synthesized netlist by cell type:
master    count  area share [%]
edfxtp_1     32             100
per-stage QoR:
step,instances,area (um2)
2_1_floorplan,32,961
3_3_place_gp,232,1800
3_5_place_dp,232,1800
4_1_cts,240,1720
5_1_grt,240,1720
6_report,241,1720
repair_timing:
action,CTS,global route
resized,100,0
setup endpoints to repair,32,20
hold buffers,0,0
layout make-up:
type	instances	area [um2]
repair buffers	67	513
clock buffers	7	76.3
fillers	1087	7920
well taps	133	166
flip-flops and latches	32	961
diodes	1	2.50
clock inverters	1	3.75
Power is estimated from default activity; no workload was simulated.
