`run.sh`:
```
#!/bin/bash
# OpenROAD 26Q1-2900-gdf79404cd8, Yosys 0.63+post, stock flow scripts
make -C /OpenROAD-flow-scripts/flow DESIGN_CONFIG=/design/flow/config.mk WORK_HOME=/design/flow/orfs finish
```
`config.mk`:
```
export PLATFORM = sky130hd
export DESIGN_NAME = mux32
export DESIGN_NICKNAME = mux32
export VERILOG_FILES = /design/flow/design.v
export SDC_FILE = /design/flow/constraint.sdc
export NUM_CORES = 4
export LEC_CHECK = 1
export CORE_AREA = 10 10 70 70
export DIE_AREA = 0 0 80 80
```
`constraint.sdc`:
```
current_design mux32

set clk_period 1.0
set clk_io_pct 0.2

create_clock -name clk0 -period $clk_period

set non_clock_inputs [all_inputs -no_clocks]
set_input_delay [expr $clk_period * $clk_io_pct] -clock clk0 $non_clock_inputs
set_output_delay [expr $clk_period * $clk_io_pct] -clock clk0 [all_outputs]
```
`design.v`:
```
`timescale 1ns/100ps
module mux32 (in_a, in_b, sel, out);
  input [31:0] in_a;                           
  input [31:0] in_b;                           
  input sel;                                   
  reg   [31:0] outreg;                         
  output [31:0] out;                           
  always @ (in_a, in_b, sel)
  begin
    if (sel == 1'b0)                           
      outreg = in_a;
    else
      outreg = in_b;                           
  end
  assign out = outreg;                         
endmodule
```
==> results_slide.txt <==
Key Metrics from the Run

Run status
  • Outcome: complete, but fails checks
  • Failing checks: negative setup slack

Power
  • Final Total Pwr: 659.9 uW
  • Leak Pwr: 0.9905 nW
  • PwrDens: 388.7 nW/um^2
  • Peak VDD IR: 0.1734 mV

Synth
  • Syn Area/Cell: 15.12 sq um
  • Register area share after synthesis: 0%
  • Post-synthesis instance total: 36
  • YS warnings: 1
  • Synthesized area: 544.3 sq um
  • Cell area leaders: mux2_4 (83%), buf_12 (11%), mux2_2 (4.1%)
  • YS chip area: 544.3 sq um
  • Synth top area share: 82.76%
  • Synth area leader: mux2_4
  • Post-synth top cells: mux2_4 (30), buf_12 (3), mux2_2 (2), buf_6 (1)
  • Synth cell types: 4
  • Ys cells: 36
  • Most instantiated library cell after synthesis: mux2_4

Worst hold path
  • Worst Hold Class: in2out
  • Min-delay src: in_a[24]
  • Hold Crit Depth: 3

Detailed routing
  • Metal-1 WL: 1.142 mm
  • DR vias/cell: 3.802
  • Detailed-route via count: 730
  • Metal2 WL: 1.394 mm
  • Top layer reached by signal wires: met3
  • Number of routed nets with antenna violations: 0
  • Drt total wl: 2.849 mm
  • WL met3: 313 microns
  • # DRC: 0
  • WL/cell: 14.84 microns
  • DR pass1 iterations: 2
  • Antenna Cells: 0
  • First DRT Iteration DRCs: 4

Global routing
  • Largest net degree at the start of global routing: 8
  • Vias in the first global route: 824
  • Total Routing Usage GR: 7.873%
  • First-pass GRT wire length: 4.146 mm
  • Grt total ovfl: 0
  • Initial antenna violation count: 0

Timing
  • Fin Setup TNS: -5.032 ns
  • Setup violators final: 32
  • Min Tclk post-route: 1.175 ns
  • Fin Hold WS: 0.6943 ns
  • Final hold violation count: 0
  • Final Max Tran Viols: 0
  • RSZ-0062 raised after global routing: yes
  • Maximum clock frequency: 850.8 MHz
  • Period utilization: 117.5%
  • Measured slew at the worst slew-check pin: 0.06111 ns
  • Max-slew headroom: 95.92%
  • Final setup margin: -0.1754 ns

Floorplanning
  • Die H: 80 microns
  • Die ar.: 6400 sq um
  • Rows: 21
  • Fp util: 15.93%
  • Core box area: 3416 sq um
  • Die width: 80 microns
  • I/O Pins: 97

Final layout
  • Comb area: 480.5 sq um
  • Sequential cell area: 0 sq um
  • Post-Layout Cell Count: 192
  • Registers: 0
  • Clock buf count: 0
  • # fillers: 327
  • Fin area: 1698 sq um
  • Layout area overhead: 212.0%
  • Utilization after layout: 49.71%
  • Fraction of layout cells with a size suffix above 1: 56.16%

Job
  • Log Warnings: 34
  • Number of max-cap violations: 0

Critical path
  • Crit path max fanout: 7
  • Worst setup path class: in2out
  • Crit path launch: sel
  • Critical Path End Type: output port
  • CP arrival: 0.98 ns
  • CP required: 0.80 ns
  • Startpoint types: primary input

Placed design
  • Final Wtd Congestion: 0.7595
  • Dpl hpwl: 2.396 mm
  • PortBufs: 97
  • Dpl ws: -0.4966 ns
  • Placed Cells incl. Taps: 177
  • Area after DPL: 1536 sq um
report_power, final:
part | internal [mW] | switching, mW
sequential | 0 | 0
combinational | 0.519 | 0.141
clock | 0 | 0
metal layers:
layer  vias to the layer above  track usage [%]
li1                        362                -
met1                       317            8.965
met2                        51            14.29
met3                         0            3.068
met4                         0                0
met5                         -                0
worst max-delay path, stage by stage:
cell and delay, ns:
buf_12 0.11, buf_12 0.13, buf_8 0.12, mux2_4 0.30, buf_6 0.11
cell type report:
type / count / share of cell area (%)
multi-input combinational: 32 / 28.30
tap: 46 / 3.390
timing repair buffer: 114 / 68.31
logic make-up (layout without fill, tap and decap cells):
| family | count (synthesis) | in the layout | synth area share (%) |
|---|---|---|---|
| buffers and inverters | 4 | 114 | 13.10 |
| muxes | 32 | 32 | 86.90 |
placed cells by master (no fill, tap or decap), drive strengths merged:
cell,n
buf,50
dlygate4sd2,40
mux2,32
dlymetal6s2s,14
clkdlybuf4s50,10
path summary, 6_finish.rpt:
path	end	slack (ns)
worst min-delay path	out[24]	0.69
worst max-delay path	out[31]	-0.18
what timing repair did:
item / CTS / global route
pin swaps: 0 / 0
gates cloned: 1 / 0
endpoints found under the setup margin: 32 / 32
resized: 170 / 23
setup buffers: 14 / 0
hold buffers: 0 / 0
Power figures rest on the tool's default switching activity, not on a simulated workload.
